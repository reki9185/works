===== /design/flow/design.v =====
module lab06(clk, rst, A, B, HEX0, HEX1, HEX2, HEX3, HEX4, HEX5);
	input clk;
	input rst;
	input [3:0] A;
	input [3:0] B;
	output [7:0] HEX0;
	output [7:0] HEX1;
	output [7:0] HEX2;
	output [7:0] HEX3;
	output [7:0] HEX4;
	output [7:0] HEX5;
	wire clk_1hz;
	wire [4:0] CLAout;
	wire [4:0] RCAout;
	wire [7:0] multiout;
	wire [4:0] num0;
	wire [4:0] num1;	
	wire [4:0] num2;
	wire [4:0] num3;
	wire [4:0] num4;
	wire [4:0] num5;
	RCA xl0(.clk(clk_1hz), .rst(rst), .A(A), .B(B), .carry(1'b0), .Y(RCAout));
	CLA xl1(.clk(clk_1hz), .rst(rst), .A(A), .B(B), .carry(1'b0), .Y(CLAout));
	div_clk	xc0(.clk(clk), .rst(rst), .clk_1hz(clk_1hz));
	bin2dec	xb0(.A(RCAout  ), .D1(num1), .D0(num0));
	bin2dec	xb1(.A(CLAout  ), .D1(num3), .D0(num2));
	bin2dec	xb2(.A(multiout), .D1(num5), .D0(num4));
	seven_seg xs0(.clk(clk), .seg_number(num0), .seg_data(HEX0));
	seven_seg xs1(.clk(clk), .seg_number(num1), .seg_data(HEX1));
	seven_seg xs2(.clk(clk), .seg_number(num2), .seg_data(HEX2));
	seven_seg xs3(.clk(clk), .seg_number(num3), .seg_data(HEX3));
	seven_seg xs4(.clk(clk), .seg_number(num4), .seg_data(HEX4));
	seven_seg xs5(.clk(clk), .seg_number(num5), .seg_data(HEX5));
endmodule
module RCA(clk, rst, A, B, carry, Y);
	input clk;
	input rst;
	input [3:0] A;
	input [3:0] B;
	input carry;
	output [4:0] Y;
	reg	[3:0] P;
	reg	[3:0] G;
	reg	[4:0] S;
	reg	[3:0] C;
	assign Y = S;
	always @(posedge clk or negedge rst) begin
		if (!rst) begin
			P <= 4'd0;
			G <= 4'd0;
			S <= 5'd0;
			C <= 5'd0;
		end else begin
			P[0] <= A[0] ^ B[0];
			G[0] <= A[0] & B[0];
			P[1] <= A[1] ^ B[1];
			G[1] <= A[1] & B[1];
			P[2] <= A[2] ^ B[2];
			G[2] <= A[2] & B[2];
			P[3] <= A[3] ^ B[3];
			G[3] <= A[3] & B[3];
			S[0] <= carry ^ P[0];
			S[1] <= C[1] ^ P[1];
			S[2] <= C[2] ^ P[2];
			S[3] <= C[3] ^ P[3];
			S[4] <= G[3] | (P[3] & C[3]);
			C[0] <= carry;
			C[1] <= G[0] | (P[0] & C[0]);
			C[2] <= G[1] | (P[1] & C[1]);
			C[3] <= G[2] | (P[2] & C[2]);
		end
	end
endmodule
module CLA(clk, rst, A, B, carry, Y);
	input clk;
	input rst;
	input [3:0] A;
	input [3:0] B;
	input carry;
	output [4:0] Y;
	reg	[3:0] P;
	reg	[3:0] G;
	reg	[4:0] S;
	reg	[4:0] C;
	assign Y = S;
	always @(posedge clk or negedge rst) begin
		if (!rst) begin
			P <= 4'd0;
			G <= 4'd0;
			S <= 5'd0;
			C <= 5'd0;
		end else begin
			P[0] <= A[0] ^ B[0];
			G[0] <= A[0] & B[0];
			P[1] <= A[1] ^ B[1];
			G[1] <= A[1] & B[1];
			P[2] <= A[2] ^ B[2];
			G[2] <= A[2] & B[2];
			P[3] <= A[3] ^ B[3];
			G[3] <= A[3] & B[3];
			C[0] <= carry;
			C[1] <= G[0] | (P[0] & C[0]);
			C[2] <= G[1] | (P[1] & G[0]) | (P[1] & P[0] & C[0]);
			C[3] <= G[2] | (P[2] & G[1]) | (P[2] & P[1] & G[0]) | (P[2] & P[1] & P[0] & C[0]);
			S[0] <= carry ^ P[0];
			S[1] <= C[1] ^ P[1];
			S[2] <= C[2] ^ P[2];
			S[3] <= C[3] ^ P[3];
			S[4] <= G[3] | (P[3] & C[3]);
		end
	end
endmodule
module bin2dec(A, D2, D1, D0);
    input [7:0] A;
    output [3:0] D2;
    output [3:0] D1;
    output [3:0] D0;
    wire [6:0] remaind;
    assign D2 = A / 100;
    assign remaind = A % 100;
    assign D1 = remaind / 10;
    assign D0 = remaind % 10;
endmodule
module div_clk(clk, rst, clk_1hz);
	input rst;
	input clk;
	output reg clk_1hz;
	integer counter;
	always @(posedge clk or negedge rst) begin  
		if (!rst)
			clk_1hz <= 0;
		else if (counter >= 25000000)
			clk_1hz <= ~clk_1hz;
	end
	always@(posedge clk or negedge rst) begin  
		if(!rst)
			counter <= 0;
		else if(counter >= 25000000)
			counter <= 0;
		else
			counter <= counter + 1;
	end
endmodule
module seven_seg(clk, seg_number, seg_data);
	input clk;
	input [3:0] seg_number;
	output reg [7:0] seg_data;
	always @(posedge clk) begin
		case (seg_number)
			4'd0:seg_data <= 8'b1100_0000;
			4'd1:seg_data <= 8'b1111_1001;
			4'd2:seg_data <= 8'b1010_0100;
			4'd3:seg_data <= 8'b1011_0000;
			4'd4:seg_data <= 8'b1001_1001;
			4'd5:seg_data <= 8'b1001_0010;
			4'd6:seg_data <= 8'b1000_0010;
			4'd7:seg_data <= 8'b1101_1000;
			4'd8:seg_data <= 8'b1000_0000;
			4'd9:seg_data <= 8'b1001_0000;
			default: seg_data <= seg_data;
		endcase
	end
endmodule

===== /design/flow/run.sh =====
#!/bin/bash
# OpenROAD 26Q1-2900-gdf79404cd8, Yosys 0.63+post, stock flow scripts
make -C /OpenROAD-flow-scripts/flow DESIGN_CONFIG=/design/flow/config.mk WORK_HOME=/design/flow/orfs finish

===== /design/flow/config.mk =====
export PLATFORM = sky130hd
export DESIGN_NAME = lab06
export DESIGN_NICKNAME = lab06
export VERILOG_FILES = /design/flow/design.v
export SDC_FILE = /design/flow/constraint.sdc
export NUM_CORES = 4
export LEC_CHECK = 1
export CORE_UTILIZATION = 40

===== /design/flow/constraint.sdc =====
current_design lab06

set clk_period 4.3
set clk_io_pct 0.2

create_clock -name clk0 -period $clk_period [get_ports {clk}]

set non_clock_inputs [all_inputs -no_clocks]
set_input_delay [expr $clk_period * $clk_io_pct] -clock clk0 $non_clock_inputs
set_output_delay [expr $clk_period * $clk_io_pct] -clock clk0 [all_outputs]

==> reports/summary.txt <==
Status - finished clean
Latest clock arrival within the worst-skew pair - 0.34 ns
Sum Neg Setup Slack - 0 ns
Relative slew slack - 42.8%
Critical path arrival - 2.57 ns
Maximum vdd ir drop - 0.163 mV
Final Skew - 0.0100 ns
Final Hold Fails - 0
Die H - 106 microns
Switching power - 233 uW
DRC errors left - 0
Crit path required time - 4.57 ns
Root Buffer - clkbuf_8
R2r endpoint - xc0.counter[28]$_DFF_PN0_
Startpoint types - flop
Routed vias - 3151
Static Leak - 1.92 nW
Number of global-route vias before repair - 2800
Routed len/inst - 12.6 microns
DRT iter0 DRCs - 156
FP Util - 41.4%
Type of the worst setup path - flop to flop
Hpwl dp - 5080 microns
PwrDens - 235 mW/mm^2
Synth Instances - 435
Fillcell total - 957
Type of the worst min-delay path - flop to flop
Setup bufs post-CTS - 0
Power share of the clock group - 47.8%
Number of max-cap violations - 0
Core ar. - 0.0104 sq mm
Yosys cell count - 435
WP buf/inv - 0
Internal power - 906 uW
GRT Overall Usage - 14.9%
First-pass GRT wire length - 13300 microns
Critical Path Sink Type - flop
Count of unclocked register or latch pins - 21
IO Pins - 58
Hold EP - xc0.counter[0]$_DFF_PN0_
Critical Path Max Stage Delay - 0.77 ns
CTS resizes - 0
Critical-path cell list - nand3_1 > or4_1 > or4_1 > a21oi_1
CTS buffer count - 9
Period minus WS final - 2.30 ns
DIE WIDTH - 106 microns
Sequential element share of the synthesized area - 48.2%
Share of layout cells above drive strength 1 - 7.26%
Endpoints left unconstrained - 59
Diodes inserted - 0
H-tree depth - 3
Routability Congestion - 0.838
Flop2flop setup slack - 2.00 ns
Combinational share of power - 2.4%
CTS max path bufs - 2
Antenna Nets Post-Route - 0
Synth warn - 26
Post-synthesis async set-or-reset flop share - 69.2%
Row cnt - 37
Worst Tran Pin Value - 0.858 ns
Power, Total - 1.14 mW
Sw Share - 20.5%
Most used cell, CP - or4_1
Hold_buf cts - 0
Drt via density - 5.22
Period utilisation layout - 53.5%
HP Start - xc0.counter[0]$_DFF_PN0_
Remaining global-route overflow - 0
Cell family contributing the most delay on the critical path - simple AND/OR/NAND/NOR gates
IO Port Bufs - 35
Synthesized area per cell - 9.88 sq um
Post-synth regs - 78
Cell variety after synth - 63
Tool warnings - 27
Number of enable flip-flop cells - 24
Final setup fails - 0
Largest net degree at the start of global routing - 55
Layout Utilization - 46.8%
1st-pass router iterations - 4
Hold path cells - 1
Dominant register cell - dfrtp_1
Antenna violations before repair - 0
Final Slew Violations - 0
Seq pwr share - 49.9%
Area grow syn2layout - 12.8%
CTS tree - yes
Yosys chip area - 0.00430 sq mm
Non-Filler Instances - 604
Synth Cell Area - 0.00430 sq mm
Peak Freq - 435 MHz
FF-to-FF Start - xc0.counter[11]$_DFF_PN0_
Die ar. - 0.0112 sq mm
Routed WL - 7630 microns
Placed cell count - 588
Cells on worst reg2reg path - 4
RSZ-0062 raised after global routing - false
Worst path slowest cell - or4_1
Crit path max fanout - 12
CTS clock-pin slew for the worst setup and hold paths - 0.07 ns
==> cells by family (layout without fill, tap and decap cells) <==
kind of cell / Yosys count / in the layout / synth area share, %
compound gates: 93 / 93 / 14.0
simple gates: 167 / 167 / 21.7
flops: 78 / 78 / 48.2
buf+inv: 63 / 66 / 8.30
fa+ha+maj: 13 / 13 / 3.73
other cells: 2 / 32 / 0.175
mux: 2 / 2 / 0.466
xor+xnor: 17 / 17 / 3.46
==> how the worst max path moves through the flow <==
stage	startpoint	to	slack (ns)	depth (start not counted)
4_1_cts	xc0.counter[11]$_DFF_PN0_	xc0.counter[28]$_DFF_PN0_	2.02	4
5_1_grt	xc0.counter[11]$_DFF_PN0_	xc0.counter[27]$_DFF_PN0_	1.89	4
6_report	xc0.counter[11]$_DFF_PN0_	xc0.counter[28]$_DFF_PN0_	2.00	4
==> routing by layer <==
layer  routed length [microns]  GRT usage [%]  part of all wire (%)  up-vias
li1                          -              -                     -     1586
met1                      3820           24.4                    50     1474
met2                      3400           22.4                    45       83
met3                       319           2.15                   4.2        8
met4                        93           2.28                   1.2        0
met5                         0              0                     0        -
==> state kept, by name (all words and copies together) (netlist names) <==
name / count
xl1.P: 4
xl0.C: 3
xl1.C: 2
xs1.seg_data: 5
xs0.seg_data: 7
xl0.S: 3
xs3.seg_data: 5
xs2.seg_data: 7
xl1.G: 4
xl1.S: 5
xc0.counter: 32
xc0.clk_1hz: 1
==> area by class of cell <==
type | instances | area, sq um | share of cell area [%]
sequential | 78 | 2070 | 42.7
clock buffer | 11 | 131 | 2.71
timing repair buffer | 38 | 368 | 7.59
multi-input combinational | 324 | 1980 | 40.9
clock inverter | 5 | 80.1 | 1.65
inverter | 12 | 45.0 | 0.929
tap | 136 | 170 | 3.51
==> stage by stage <==
stage	setup slack (ns)	hold WS [ns]	cell area [sq um]
6_report	2.00	0.515	4850
3_3_place_gp	2.09	0.492	4640
5_1_grt	1.89	0.551	4850
3_5_place_dp	2.03	0.511	4640
4_1_cts	2.02	0.519	4850
2_1_floorplan	2.28	0.467	4410
==> placed cells by master (no fill, tap or decap), types with 3 or more instances in the layout <==
cell	synthesis	final
dfrtp_1	54	54
nor2_1	34	34
clkdlybuf4s50_1	0	34
conb_1	2	32
nand2_1	30	30
a21oi_1	27	27
edfxtp_1	24	24
o21ai_0	21	21
or4_1	13	13
inv_1	12	12
nand3_1	12	12
ha_1	12	12
nand4_1	10	10
nor2b_1	10	10
xor2_1	9	9
clkbuf_8	2	9
nor3_1	8	8
or3_1	8	8
xnor2_1	8	8
nand2b_1	8	8
o31ai_1	7	7
nor4_1	6	6
or2_2	6	6
nand3_2	3	3
and4_1	3	3
and3_1	3	3
a21o_1	3	3
o32ai_1	3	3
o221ai_1	3	3
a31oi_1	3	3
o21bai_1	3	3
buf_4	24	3
==> Yosys cell counts (6+ instances only) <==
library cell	instances	area [sq um]
ha_1	12	150
dfrtp_1	54	1350
nor2_1	34	128
nand2b_1	8	50.1
o31ai_1	7	52.6
xor2_1	9	78.8
buf_4	24	180
o21ai_0	21	105
nor2b_1	10	62.6
edfxtp_1	24	721
nor3_1	8	40.0
or2_2	6	37.5
nand2_1	30	113
or3_1	8	50.1
a21oi_1	27	135
nand4_1	10	62.6
nor4_1	6	37.5
or4_1	13	97.6
nand3_1	12	60.1
inv_1	12	45.0
clkbuf_1	21	78.8
xnor2_1	8	70.1
==> power groups by stage <==
stage                 Combinational (mW)  Sequential [mW]  Clock [mW]
after CTS                         0.0285            0.568       0.562
after global routing              0.0326            0.568       0.586
final                             0.0269            0.568       0.544
Power is estimated from default activity; no workload was simulated.
