[run.sh]
#!/bin/bash
# OpenROAD 26Q1-2900-gdf79404cd8, Yosys 0.63+post, stock flow scripts
make -C /OpenROAD-flow-scripts/flow DESIGN_CONFIG=/design/flow/config.mk WORK_HOME=/design/flow/orfs finish
[config.mk]
export PLATFORM = sky130hd
export DESIGN_NAME = JAM
export DESIGN_NICKNAME = JAM
export VERILOG_FILES = /design/flow/design.v
export SDC_FILE = /design/flow/constraint.sdc
export NUM_CORES = 4
export LEC_CHECK = 1
export CORE_UTILIZATION = 40
[constraint.sdc]
current_design JAM

set clk_period 4.1
set clk_io_pct 0.2

create_clock -name clk0 -period $clk_period [get_ports {CLK}]

set non_clock_inputs [all_inputs -no_clocks]
set_input_delay [expr $clk_period * $clk_io_pct] -clock clk0 $non_clock_inputs
set_output_delay [expr $clk_period * $clk_io_pct] -clock clk0 [all_outputs]
[design.v]
module JAM (
input CLK,
input RST,
output reg [2:0] W,
output reg [2:0] J,
input [6:0] Cost,
output reg [3:0] MatchCount,
output reg [9:0] MinCost,
output reg Valid );
integer i;
initial begin
    $dumpfile("JAM.vcd");
    $dumpvars(0, testfixture);
    for(i = 0; i < 8; i = i+1)
        $dumpvars(1, num[i]);
end
reg first;
reg [5:0]state;
reg [2:0]num[0:7];
reg [2:0]num_tmp[0:7];
reg [9:0]tmp_cost;
reg [3:0]ix;
reg [9:0]min_cost;
reg [3:0]match_count;
always @(posedge CLK or posedge RST) 
begin
	if(RST)
	begin
		state<=9;
		first<=1;
		num[0]<=0;
		num[1]<=1;
		num[2]<=2;
		num[3]<=3;
		num[4]<=4;
		num[5]<=5;
		num[6]<=6;
		num[7]<=7;
		Valid<=0;
    	end
	else if(Valid)
	begin
		Valid<=0;
	end
    	else 
    	begin
		case(state)
			5'd9:begin
				if(first)
				begin
					num_tmp[0]<=num[0];
					num_tmp[1]<=num[1];
					num_tmp[2]<=num[2];
					num_tmp[3]<=num[3];
					num_tmp[4]<=num[4];
					num_tmp[5]<=num[5];
					num_tmp[6]<=num[6];
					num_tmp[7]<=num[7];
					first<=0;
				end
				else if(ix==8)
				begin
					num_tmp[0]<=num[0];
					num_tmp[1]<=num[1];
					num_tmp[2]<=num[2];
					num_tmp[3]<=num[3];
					num_tmp[4]<=num[4];
					num_tmp[5]<=num[5];
					num_tmp[6]<=num[6];
					num_tmp[7]<=num[7];
					state<=8;
				end
			end
			5'd8:begin
				if(num[7]>num[6])
				begin
					num[6]<=num[7];
					num[7]<=num[6];
					state<=9;
				end
				else if(num[6]>num[5])
				begin
					if(num[7]>num[5])
					begin
						num[5]<=num[7];
						num[7]<=num[5];
						state<=5;
					end
					else
					begin
						num[5]<=num[6];
						num[6]<=num[5];
						state<=5;
					end
				end
				else if(num[5]>num[4])
				begin
					if(num[7]>num[4])
					begin
						num[4]<=num[7];
						num[7]<=num[4];
						state<=4;
					end
					else if(num[6]>num[4])
					begin
						num[4]<=num[6];
						num[6]<=num[4];
						state<=4;
					end
					else
					begin
						num[4]<=num[5];
						num[5]<=num[4];
						state<=4;
					end
				end
				else if(num[4]>num[3])
				begin
					if(num[7]>num[3])
					begin
						num[3]<=num[7];
						num[7]<=num[3];
						state<=3;
					end
					else if(num[6]>num[3])
					begin
						num[3]<=num[6];
						num[6]<=num[3];
						state<=3;
					end
					else if(num[5]>num[3])
					begin
						num[3]<=num[5];
						num[5]<=num[3];
						state<=3;
					end
					else
					begin
						num[3]<=num[4];
						num[4]<=num[3];
						state<=3;
					end
				end
				else if(num[3]>num[2])
				begin
					if(num[7]>num[2])
					begin
						num[2]<=num[7];
						num[7]<=num[2];
						state<=2;
					end
					else if(num[6]>num[2])
					begin
						num[2]<=num[6];
						num[6]<=num[2];
						state<=2;
					end
					else if(num[5]>=num[2])
					begin
						num[2]<=num[5];
						num[5]<=num[2];
						state<=2;
					end
					else if(num[4]>=num[2])
					begin
						num[2]<=num[4];
						num[4]<=num[2];
						state<=2;
					end
					else
					begin
						num[2]<=num[3];
						num[3]<=num[2];
						state<=2;
					end
				end
				else if(num[2]>num[1])
				begin
					if(num[7]>num[1])
					begin
						num[1]<=num[7];
						num[7]<=num[1];
						state<=1;
					end
					else if(num[6]>num[1])
					begin
						num[1]<=num[6];
						num[6]<=num[1];
						state<=1;
					end
					else if(num[5]>num[1])
					begin
						num[1]<=num[5];
						num[5]<=num[1];
						state<=1;
					end
					else if(num[4]>num[1])
					begin
						num[1]<=num[4];
						num[4]<=num[1];
						state<=1;
					end
					else if(num[3]>num[1])
					begin
						num[1]<=num[3];
						num[3]<=num[1];
						state<=1;
					end
					else
					begin
						num[1]<=num[2];
						num[2]<=num[1];
						state<=1;
					end
				end
				else if(num[1]>num[0])
				begin
					if(num[7]>num[0])
					begin
						num[0]<=num[7];
						num[7]<=num[0];
						state<=0;
					end
					else if(num[6]>num[0])
					begin
						num[0]<=num[6];
						num[6]<=num[0];
						state<=0;
					end
					else if(num[5]>num[0])
					begin
						num[0]<=num[5];
						num[5]<=num[0];
						state<=0;
					end
					else if(num[4]>num[0])
					begin
						num[0]<=num[4];
						num[4]<=num[0];
						state<=0;
					end
					else if(num[3]>num[0])
					begin
						num[0]<=num[3];
						num[3]<=num[0];
						state<=0;
					end
					else if(num[2]>num[0])
					begin
						num[0]<=num[2];
						num[2]<=num[0];
						state<=0;
					end
					else
					begin
						num[0]<=num[1];
						num[1]<=num[0];
						state<=0;
					end
				end
				else
				begin
					Valid<=1;
					MinCost<=min_cost;
					MatchCount<=match_count;
				end
			end
			5'd5:begin
				num[6]<=num[7];
				num[7]<=num[6];
				state<=9;
			end
			5'd4:begin
				num[5]<=num[7];
				num[7]<=num[5];
				state<=9;
			end
			5'd3:begin
				num[4]<=num[7];
				num[5]<=num[6];
				num[6]<=num[5];
				num[7]<=num[4];
				state<=9;
			end
			5'd2:begin
				num[3]<=num[7];
				num[4]<=num[6];
				num[6]<=num[4];
				num[7]<=num[3];
				state<=9;
			end
			5'd1:begin
				num[2]<=num[7];
				num[3]<=num[6];
				num[4]<=num[5];
				num[5]<=num[4];
				num[6]<=num[3];
				num[7]<=num[2];
				state<=9;
			end
			5'd0:begin
				num[1]<=num[7];
				num[2]<=num[6];
				num[3]<=num[5];
				num[5]<=num[3];
				num[6]<=num[2];
				num[7]<=num[1];
				state<=9;
			end
		endcase
    	end
end
always @(posedge CLK or posedge RST)
begin
	if(RST)
	begin
		ix<=0;
	end
	else
	begin
		if(ix==8)
		begin
			ix<=ix+1;
		end
		else if(ix==9)
		begin
			ix<=0;
		end
		else
		begin
			J<=num_tmp[ix];
			W<=ix;
			ix<=ix+1;
		end
	end	
end
always @(posedge CLK or posedge RST)
begin
	if(RST)
	begin
		min_cost<=1023;
		match_count<=0;
		tmp_cost<=0;
	end
	else
	begin
		if(ix==9 && Valid==0)
		begin
			if(tmp_cost<min_cost)
			begin
				min_cost<=tmp_cost;
				match_count<=1;
				tmp_cost<=0;
			end
			else if(tmp_cost==min_cost)
			begin
				match_count<=match_count+1;
				tmp_cost<=0;
			end
			else
			begin
				tmp_cost<=0;
			end
		end
		else if(ix>0 && Valid==0)
		begin
			tmp_cost<=tmp_cost+Cost;
		end
	end
end
endmodule
==> out/metrics.csv <==
metric,value,unit
remaining routing DRC violations,0,
Seq pwr share,49.0,%
post-synthesis cell type with the largest instance count,sky130_fd_sc_hd__ha_1,
leakage,0.003680,uW
DR vias/cell,6.145,
data arrival time of the critical path,4.02,ns
number of fillers in the final layout,1983,
initial antenna violation count,0,
clock sinks,106,
share of the core filled by cells before placement,41.08,%
total design power,2753,uW
number of gates resized after cts,0,
Worst EP required,4.38,ns
async set-reset flop share out of synthesis,58.49,%
net switching power figure,786.7,uW
"Hold-fix buffers, CTS",0,
number of diodes,0,
root buffer cell,sky130_fd_sc_hd__clkbuf_16,
overflow left after global routing,0,
count of TritonRoute iterations in the first routing pass,7,
First DRT Iteration DRCs,799,
share of layout cells above drive strength 1,12.54,%
number of global-route vias before repair,6883,
dominant cell type by area after synthesis,sky130_fd_sc_hd__ha_1,
Peak supply drop,0.0002200,V
unrepaired setup endpoints after global routing,false,
area delta synth->final,10.31,%
top cell type's share of synthesized area,15.55,%
total count of hold-check failures in the final report,0,
final RePlAce weighted congestion,0.9994,
startpoint-to-endpoint class of the critical path,flop to flop,
critical path launch point type,flop,
outcome,finished clean,
postcts setup bufs,0,
final max-slew violation count,0,
Antenna Violating Nets Remaining,0,
chip area,0.02232,mm2
Worst Hold Class,flop to flop,
number of max-cap violations,0,
Floorplan Core Area,0.02115,mm2
cell count after synthesis,911,
Int Pwr,1967,uW
Yosys cell types,92,
synthesized area,0.008691,mm2
delay of the slowest cell on the worst path,0.87,ns
Top-Level Pins,30,
share of power burned in the clock network,30.6,%
share of the core filled with cells in the final layout,45.32,%
series of cell instances along the critical path,inv_1 > ha_1 > a211o_1 > a221oi_4 > nand2_1 > a311oi_2 > a21o_4 > mux2_1,
horizontal die dimension,149.4,um
global-route total usage across every layer,24.51,%
Clock Skew,0.01023,ns
WL final,25.79,mm
Worst Path Buf+Inv,1,
insertion delay of the later-clocked pin in the worst-skew pair,0.35,ns
number of endpoints failing setup at the final stage,0,
total CTS buffers,9,
"Warnings, synthesis",13,
htree depth,3,
fmax,0.2677,GHz
count of buffers inserted at the top-level ports,29,
Post-synth area hogs,"sky130_fd_sc_hd__ha_1 (16%), sky130_fd_sc_hd__edfxtp_1 (15%), sky130_fd_sc_hd__dfrtp_1 (11%), sky130_fd_sc_hd__dfstp_2 (7.3%), sky130_fd_sc_hd__nand2_1 (3.2%)",
dominant synthesized flop cell,sky130_fd_sc_hd__edfxtp_1,
largest net degree at the start of global routing,27,
clock transition time at the flip-flop clock pins of the worst setup and hold paths,0.08,ns
maximum fanout count along the critical path,14,
element type at the critical path end,flop,
global-route wire length before repair,40.20,mm
TNS Setup,0,ns
relative contribution of combinational cells to total power,20.4,%
pwr/cell area,287.2,mW/mm2
Die Height,149.4,um
net switching share of the total power,28.57,%
"Period Utilization, post-route",91.12,%
slowest cell on the critical path,sky130_fd_sc_hd__dfrtp_1,
Relative slew margins,46.15,%
Post-Syn Area per Cell,9.540,um2
maximum clock path buffer count,2,
Via Count,7423,
Log Warnings,29,
Detailed Place HPWL,18.11,mm
transition at the pin with the smallest max-transition slack,0.8078,ns
Yosys Chip Area,0.008691,mm2
number of synthesized flops with an enable pin,44,
"FF+latch count, synth",106,
minimum period implied by the final worst setup slack,3.736,ns
number of core rows,53,
top post-synthesis cells by count,"sky130_fd_sc_hd__ha_1 (108), sky130_fd_sc_hd__nand2_1 (74), sky130_fd_sc_hd__inv_1 (73), sky130_fd_sc_hd__o21ai_0 (53), sky130_fd_sc_hd__nor2_1 (51)",
category of cells accounting for the largest share of critical-path delay,AND-OR/OR-AND gates,
routed length per instance,21.35,um
cells in synth_stat.txt,911,
share of synthesized area occupied by flip-flops and latches,33.40,%
CTS tree,yes,
power groups by stage:
stage	Sequential, uW	Clock [uW]	Combinational (uW)
final	1350	843	563
after global routing	1370	905	650
after CTS	1350	868	565
per-layer routing:
metal	track usage (%)	wire length (um)	up-vias
met5	0	0	-
met4	6.633	841	0
met3	6.115	2524	62
met2	34.14	10640	386
met1	38.42	11780	3443
li1	-	-	3532
layout by cell type (no fill, tap or decap), types with 5 or more instances in the layout:
| cell | Yosys | routed |
|---|---|---|
| sky130_fd_sc_hd__nor2_1 | 51 | 51 |
| sky130_fd_sc_hd__a21o_1 | 11 | 11 |
| sky130_fd_sc_hd__dfstp_2 | 24 | 24 |
| sky130_fd_sc_hd__clkbuf_16 | 0 | 9 |
| sky130_fd_sc_hd__o31ai_1 | 14 | 14 |
| sky130_fd_sc_hd__nor2b_1 | 18 | 18 |
| sky130_fd_sc_hd__or3_1 | 5 | 5 |
| sky130_fd_sc_hd__a211oi_1 | 19 | 19 |
| sky130_fd_sc_hd__a211o_1 | 16 | 16 |
| sky130_fd_sc_hd__a22oi_1 | 16 | 16 |
| sky130_fd_sc_hd__o21ai_0 | 53 | 53 |
| sky130_fd_sc_hd__xnor2_1 | 5 | 5 |
| sky130_fd_sc_hd__nand2_1 | 74 | 74 |
| sky130_fd_sc_hd__or2_2 | 6 | 6 |
| sky130_fd_sc_hd__mux2_2 | 20 | 20 |
| sky130_fd_sc_hd__dfrtp_1 | 38 | 38 |
| sky130_fd_sc_hd__buf_4 | 1 | 22 |
| sky130_fd_sc_hd__nor3_1 | 16 | 15 |
| sky130_fd_sc_hd__edfxtp_1 | 44 | 44 |
| sky130_fd_sc_hd__ha_1 | 108 | 108 |
| sky130_fd_sc_hd__a222oi_1 | 14 | 14 |
| sky130_fd_sc_hd__inv_1 | 73 | 72 |
| sky130_fd_sc_hd__a32oi_1 | 9 | 9 |
| sky130_fd_sc_hd__a21oi_1 | 35 | 35 |
| sky130_fd_sc_hd__nand3_1 | 24 | 24 |
| sky130_fd_sc_hd__mux2i_1 | 22 | 22 |
| sky130_fd_sc_hd__a31oi_1 | 14 | 14 |
| sky130_fd_sc_hd__clkdlybuf4s50_1 | 0 | 29 |
| sky130_fd_sc_hd__and2_1 | 14 | 14 |
area by class of cell:
class,instances,area (um2),share of cell area (%)
Multi-Input combinational cell,687,5319,55.48
Sequential cell,106,2903,30.28
Timing Repair Buffer,51,455.4,4.751
Tap cell,275,344.1,3.589
Inverter,73,274.0,2.858
Clock buffer,10,229.0,2.388
Clock inverter,6,62.56,0.6526
metrics by stage:
step | instance area [um2] | worst slack [ns] | instances | hold slack, ns
3_3_place_gp | 9295 | 0.5717 | 1192 | 0.4623
5_1_grt | 9587 | 0.3122 | 1208 | 0.5126
6_report | 9587 | 0.3641 | 1208 | 0.4761
2_1_floorplan | 8691 | 0.7982 | 911 | 0.4457
3_5_place_dp | 9295 | 0.5382 | 1192 | 0.4612
4_1_cts | 9587 | 0.4888 | 1208 | 0.4811
logic make-up (layout without fill, tap and decap cells):
kind of cell / count (synthesis) / count (layout) / synth area share [%]
AND/OR/NAND/NOR: 239 / 239 / 14.01
buffers and inverters: 118 / 140 / 5.456
multiplexers: 45 / 45 / 5.600
flip-flops: 106 / 106 / 33.40
adder cells (fa/ha/maj): 109 / 109 / 15.78
XOR/XNOR: 8 / 8 / 0.8063
AND-OR/OR-AND: 286 / 286 / 24.95
worst register-to-register path: cells and delay by family, from the launching register on:
family	cells	cell delay (ns)
and+or+nand+nor	1	0.27
muxes	1	0.32
adders and majority gates	1	0.38
buffers and inverters	1	0.25
DFF	1	0.87
AOI/OAI and AO/OA	4	1.57
final timing paths:
check                                            from                 endpoint  slack [ns]  cells after the start
min                        match_count[3]$_DFFE_PP0P_  MatchCount[3]$_DFFE_PP_        0.48                      0
max in group asynchronous                         RST    num[1][0]$_DFFE_PP1P_        2.35                      3
min reg2reg                match_count[3]$_DFFE_PP0P_  MatchCount[3]$_DFFE_PP_        0.48                      0
max reg2reg                     num[4][1]$_DFFE_PP0P_    num[7][1]$_DFFE_PP1P_        0.36                      8
max                             num[4][1]$_DFFE_PP0P_    num[7][1]$_DFFE_PP1P_        0.36                      8
min in group asynchronous                         RST  tmp_cost[4]$_DFFE_PP0P_        0.95                      2
state kept, by name, indices dropped and copies added, names as in the netlist:
name and flops:
J 3, MatchCount 4, MinCost 10, Valid 1
W 3, first 1, ix 4, match_count 4
min_cost 10, num 24, num_tmp 24, state 8
tmp_cost 10
No activity file was given, so power comes from the tool's default toggle rates.
