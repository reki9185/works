==> flow/design.v <==
module lab8(input clk,
            input reset,
            input give_valid,
            input [7:0]dataX,
            input [7:0]dataY,
            output reg [7:0]ansX,
            output reg [7:0]ansY,
            output reg out_valid);
integer i;
integer j;
reg signed [12:0]inX[0:6-1];
reg signed [12:0]inY[0:6-1];
reg signed [7:0]tempX[0:6-1];
reg signed [7:0]tempY[0:6-1];
reg signed [7:0]count[0:6-1];
reg [7:0]ix;
reg [7:0]iy;
reg [7:0]cnt_i;
reg [7:0]cnt_j;
reg [7:0]number;
reg tmp;
reg finish;
initial begin
    $dumpfile("Lab.vcd");
    $dumpvars(0, lab8tb);
    for(i = 0; i < 6; i = i+1)
        $dumpvars(1, inX[i], inY[i], tempX[i], tempY[i], count[i]);
end
always@(posedge clk or posedge reset)
begin
    if(reset)
    begin
		  tmp<=0;
		  cnt_i<=6-1;
		  cnt_j<=1;
		  ix<=0;
        for (i = 0; i < 6; i = i + 1)
        begin
            inX[i] <= 0;
            inY[i] <= 0;
        end
    end
    else if(give_valid)
    begin
        inX[ix] <= dataX;
        inY[ix] <= dataY;
        ix <= ix + 1;
	end
	else if(ix==6)
	begin
		if(cnt_i==0)
		begin
			tmp<=1;
			ix<=0;
		end
		else if(cnt_j==cnt_i)
		begin
			cnt_i<=cnt_i-1;
			cnt_j<=1;
		end
		else
		begin
			if(((inX[cnt_j]-inX[0])*(inY[cnt_j+1]-inY[0])-(inY[cnt_j]-inY[0])*(inX[cnt_j+1]-inX[0]))<0)
			begin
				inX[cnt_j]<=inX[cnt_j+1];
				inX[cnt_j+1]<=inX[cnt_j];
				inY[cnt_j]<=inY[cnt_j+1];
				inY[cnt_j+1]<=inY[cnt_j];
			end
			cnt_j<=cnt_j+1;
		end
	end
	else if(iy==6)
	begin
		tmp<=0;
		cnt_i<=6-1;
		cnt_j<=1;
	end
end
always@(posedge clk or posedge reset)
begin
    if(reset)
    begin
        out_valid <= 0;
		  finish <= 0;
    end
	 else if(out_valid)
	 begin
		ansX<=inX[iy];
		ansY<=inY[iy];
		iy<=iy+1;
		if(iy==6)
		begin
			out_valid <= 0;
			iy <= 0;
			ansX <= 0;
			ansY <= 0;
		end
	 end
	 else if(!out_valid && tmp==1)
	 begin
		ansX<=inX[0];
		ansY<=inY[0];
		iy<=1;
		out_valid <= 1;
	 end
end
endmodule
==> flow/run.sh <==
#!/bin/bash
# OpenROAD 26Q1-2900-gdf79404cd8, Yosys 0.63+post, stock flow scripts
make -C /OpenROAD-flow-scripts/flow DESIGN_CONFIG=/design/flow/config.mk WORK_HOME=/design/flow/orfs finish
==> flow/config.mk <==
export PLATFORM = sky130hd
export DESIGN_NAME = lab8
export DESIGN_NICKNAME = lab8
export VERILOG_FILES = /design/flow/design.v
export SDC_FILE = /design/flow/constraint.sdc
export NUM_CORES = 4
export LEC_CHECK = 1
export CORE_UTILIZATION = 50
==> flow/constraint.sdc <==
current_design lab8

set clk_period 19.6
set clk_io_pct 0.2

create_clock -name clk0 -period $clk_period [get_ports {clk}]

set non_clock_inputs [all_inputs -no_clocks]
set_input_delay [expr $clk_period * $clk_io_pct] -clock clk0 $non_clock_inputs
set_output_delay [expr $clk_period * $clk_io_pct] -clock clk0 [all_outputs]
==> ci_impl_report.md <==
## Synthesis and layout report

| Metric | Value |
|---|---|
| Crit path depth | `about 44` |
| Final setup violation count | `0` |
| Global route overflow | `0` |
| Post-synth area hogs | `fa_1, dfrtp_1, ha_1, inv_1, nor2_1` |
| Setup Fix Bufs, Post-CTS | `0` |
| Hold Violations, Final | `0` |
| Yosys cell types | `between 70 and 80` |
| Mean Syn Cell Area | `~8.9 sq um` |
| Clock root cell | `clkbuf_16` |
| Crit-path leading delay family | `adder cells` |
| Least-Margin Pin Slew | `~1.1 ns` |
| CTS tree | `built` |
| # rows | `about 90` |
| Post-synth EDFFs | `24` |
| # resized after CTS | `0` |
| Critical path type | `reg -> reg` |
| Worst slew margin | `about 23%` |
| RSZ-0062 raised after global routing | `false` |
| Post-Route Setup TNS | `0 ns` |
| Synth Instances | `between 3,000 and 4,000` |
| Die Y-Extent | `roughly 250 microns` |
| Outcome | `finished, final reports clean` |
| Main flop type | `dfrtp_1` |
| Crit path buf inv count | `12` |
| Sink Count | `between 200 and 250` |
| Worst setup EP type | `register` |
| CP Data Required Time | `roughly 20 ns` |
| Final Max Slew Viols | `0` |
| Largest net degree at the start of global routing | `59` |
| Gate Area | `22,900 sq um` |
| Max Cap Viol | `0` |
| Worst r2r path cells | `~44` |
| Total routed wirelength | `~100,000 microns` |
| Antenna Violating Nets Remaining | `0` |
| Syn Std Cell Area | `30,800 sq um` |
| RePlAce Congestion | `roughly 1.0` |
| FMAX | `approximately 65 MHz` |
| Area leader, netlist | `fa_1` |
| DRT iter0 DRCs | `between 2,000 and 2,500` |
| Crit path time final | `approximately 15 ns` |
| Met3 wire length | `approximately 12,000 microns` |
| Filler cells | `~5,400` |
| Most frequent cell on the critical path | `fa_1` |
| Die area | `about 63,000 sq um` |
| R2R Setup Slk | `around 4.2 ns` |
| Ys Warns | `11` |
| CTS Buf Count | `24` |
| Origin of the critical flop-to-flop path | `cnt_j[2]` |
| Met1 WL | `just over 40,000 microns` |
| Dpl ws | `4.71 ns` |
| OpenROAD warnings | `36` |
| Area reported by Yosys stat | `30,800 sq um` |
| Worst Setup EP | `inY[2][3]` |
| Final Cell Area | `~33,000 sq um` |
| WL met2 | `between 40,000 and 50,000 microns` |
| Critical Path Fanout Max | `49` |
| Hold-fix buffer count after cts | `0` |
| CP arrival | `approximately 16 ns` |
| Drt first pass iters | `8` |
| Late-Pin Clk Latency | `0.55 ns` |
| DR WL/cell | `between 20 and 25 microns` |
| #FFs+latches synth | `between 200 and 250` |
| Core area | `a little over 60,000 sq um` |
| Clk pin slew, worst setup/hold paths | `approximately 0.060 ns` |
| Tot GR Track Use | `between 30% and 40%` |
| H-tree Lvls | `1` |
| Area leader share | `around 30%` |
| Area grow syn2layout | `7.77%` |
| Die X-Extent | `~250 microns` |
| Critical path origin | `cnt_j[2]` |
| HPWL after DPL | `around 80,000 microns` |
| IO Port Bufs | `35` |
| Fp_density | `between 50% and 60%` |
| Worst path max stage delay | `just under 0.8 ns` |
| Worst-case clock buffer depth | `3` |
| Sequential area share after synthesis | `17.1%` |
| Ys cells | `around 3,500` |
| Drt drc | `0` |
| Slowest cell on crit path | `nor4_1` |
| Boundary Pins | `36` |
| DP Area | `between 30,000 and 40,000 sq um` |
| Top Layer Used | `met5` |
| Worst setup SP type | `register` |
| R2R Path End | `inY[2][3]` |
| Async SR Flop Fraction | `between 80 and 90%` |
| Worst min-delay path class | `reg -> reg` |
| Clk_skew | `about 0.014 ns` |
| Final worst slack | `between 4 and 5 ns` |
| Vias | `approximately 26,000` |
| Layout cells sized above 1 | `7.76%` |
| Vias in the first global route | `approximately 27,000` |
| Via density | `roughly 6` |
| Initial antenna violation count | `2` |
| Reg area | `between 5000 and 6000 sq um` |
| Final period util | `between 70 and 80%` |
| First-pass GRT wire length | `164,000 microns` |
cell families (layout without fill, tap and decap cells):
family | count (synthesis) | in the layout | synth area share (%)
flops | 206 | 206 | 17.1
xor+xnor | 109 | 109 | 3.14
fa+ha+maj | 635 | 635 | 36.8
mux | 85 | 85 | 3.20
compound gates | 732 | 732 | 16.5
simple gates | 1005 | 1005 | 14.5
other cells | 0 | 2 | 0
buf+inv | 706 | 722 | 8.77
flip-flops by register name (all words and copies together) (netlist names):
signal     cells
cnt_i          8
ansY           8
ansX           8
iy             8
ix             8
tmp            1
inX           78
cnt_j          8
inY           78
out_valid      1
synth_stat cells (all sizes together) (12+ instances only):
cell,instances
inv,511
fa,452
nor2,371
nand2,330
ha,183
dfrtp,179
a21oi,175
clkbuf,165
o21ai,126
nand3,79
a22o,72
xnor2,61
mux2,50
nor2b,48
xor2,47
nand2b,45
o22ai,45
a2111oi,39
a22oi,38
and2,38
a211oi,36
mux2i,35
buf,29
o211ai,26
edfxtp,24
nor3,24
o311ai,24
a222oi,23
or2,23
a221o,17
a32oi,16
o21a,15
o2111ai,14
a31oi,13
and3,13
a221oi,12
cell usage in the layout, fill, tap and decap left out, types with 21 or more instances in the layout:
cell and n:
inv_1 510, fa_1 452, nor2_1 369, nand2_1 330, ha_1 181, dfrtp_1 178, a21oi_1 175, buf_4 134
o21ai_0 106, nand3_1 79, a22o_1 72, xnor2_1 59, nor2b_1 47, xor2_1 46, nand2b_1 45, o22ai_1 45
a2111oi_0 39, a22oi_1 38, and2_1 36, mux2i_1 35, a211oi_1 35, clkdlybuf4s50_1 34, mux2_2 31, o211ai_1 26
clkbuf_16 25, o311ai_0 24, edfxtp_1 24, a222oi_1 23, or2_2 22, nor3_1 21
per-stage QoR:
step,util (%),hold WS [ns],cells
finish,54.8,0.503,4278
global route,54.8,0.522,4277
CTS,54.8,0.502,4276
detailed placement,53.5,0.494,4235
global placement,53.5,0.487,4235
floorplan,-,0.465,3478
routing by layer:
layer,track usage (%),up-vias
li1,-,11621
met1,52.1,12712
met2,54.7,1489
met3,13.1,306
met4,12.7,2
met5,0,-
worst min path at each step:
stage	from	to	slack, ns	cells after the start
finish	ix[7]	ix[7]	0.50	1
CTS	ix[7]	ix[7]	0.50	1
global route	ix[7]	ix[7]	0.52	1
cell type report:
cell class	count	share of cell area (%)
well taps	782	2.95
inverters	512	5.81
clock buffers	34	2.08
flip-flops and latches	206	15.9
repair buffers	169	4.07
clock inverters	7	0.260
multi-input cells	2566	68.9
diodes	2	0.0151
